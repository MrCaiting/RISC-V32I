**flow/run.sh**
```bash
#!/bin/bash
# OpenROAD 26Q1-2900-gdf79404cd8, Yosys 0.63+post, stock flow scripts
make -C /OpenROAD-flow-scripts/flow DESIGN_CONFIG=/design/flow/config.mk WORK_HOME=/design/flow/orfs finish
```
**flow/config.mk**
```make
export PLATFORM = sky130hd
export DESIGN_NAME = regfile
export DESIGN_NICKNAME = regfile
export VERILOG_FILES = /design/flow/design.v
export SDC_FILE = /design/flow/constraint.sdc
export NUM_CORES = 4
export LEC_CHECK = 1
export CORE_UTILIZATION = 30
```
**flow/constraint.sdc**
```tcl
current_design regfile

set clk_period 7.4
set clk_io_pct 0.2

create_clock -name clk0 -period $clk_period [get_ports {clk}]

set non_clock_inputs [all_inputs -no_clocks]
set_input_delay [expr $clk_period * $clk_io_pct] -clock clk0 $non_clock_inputs
set_output_delay [expr $clk_period * $clk_io_pct] -clock clk0 [all_outputs]
```
**flow/design.v**
```verilog
package rv32i_types;
typedef enum bit [6:0] {
    op_lui   = 7'b0110111,  
    op_auipc = 7'b0010111,  
    op_jal   = 7'b1101111,  
    op_jalr  = 7'b1100111,  
    op_br    = 7'b1100011,  
    op_load  = 7'b0000011,  
    op_store = 7'b0100011,  
    op_imm   = 7'b0010011,  
    op_reg   = 7'b0110011,  
    op_csr   = 7'b1110011   
} rv32i_opcode;
typedef enum bit [2:0] {
    beq  = 3'b000,
    bne  = 3'b001,
    blt  = 3'b100,
    bge  = 3'b101,
    bltu = 3'b110,
    bgeu = 3'b111
} branch_funct3_t;
typedef enum bit [2:0] {
    lb  = 3'b000,
    lh  = 3'b001,
    lw  = 3'b010,
    lbu = 3'b100,
    lhu = 3'b101
} load_funct3_t;
typedef enum bit [2:0] {
    sb = 3'b000,
    sh = 3'b001,
    sw = 3'b010
} store_funct3_t;
typedef enum bit [2:0] {
    add  = 3'b000,  
    sll  = 3'b001,
    slt  = 3'b010,
    sltu = 3'b011,
    axor = 3'b100,
    sr   = 3'b101,  
    aor  = 3'b110,
    aand = 3'b111
} arith_funct3_t;
typedef enum bit [2:0] {
    alu_add = 3'b000,
    alu_sll = 3'b001,
    alu_sra = 3'b010,
    alu_sub = 3'b011,
    alu_xor = 3'b100,
    alu_srl = 3'b101,
    alu_or  = 3'b110,
    alu_and = 3'b111
} alu_ops;
typedef logic [31:0] rv32i_word;
typedef logic [4:0] rv32i_reg;
typedef logic [3:0] rv32i_mem_wmask;
endpackage : rv32i_types
module regfile
(
    input clk,
    input load,
    input [31:0] in,
    input [4:0] src_a, src_b, dest,
    output logic [31:0] reg_a, reg_b
);
logic [31:0] data [32]  ;
initial
begin
    for (int i = 0; i < $size(data); i++)
    begin
        data[i] = 32'b0;
    end
end
always_ff @(posedge clk)
begin
    if (load && dest)
    begin
        data[dest] = in;
    end
end
always_comb
begin
    reg_a = src_a ? data[src_a] : 0;
    reg_b = src_b ? data[src_b] : 0;
end
endmodule : regfile
```
==> CHANGELOG.md <==
### Implementation results

- Highest Signal Layer: met5
- CP max stage cell: a211oi_1
- Top post-synthesis cells by count: edfxtp_1 (1024), mux2i_1 (320), mux4_2 (316)
- Total Routed Length: 152.6 mm
- Maximum number of pins on one net before global-route repair: around 73
- Num CTS Buffers: around 100
- Max Buffers Root-to-Sink: 3
- Peak supply drop: 0.1910 mV
- IO Count: between 100 and 150
- Synth cell types: 39
- CTS sink count: 1024
- Die Width: approximately 400 µm
- CP Max Fanout: 28
- Core area: around 0.16 mm²
- RD Place Congestion: between 0.8 and 0.9
- Highest clock rate: between 0.15 and 0.2 GHz
- Vias per cell: between 5 and 6
- RSZ-0062 raised after global routing: false
- Area leader, netlist: edfxtp_1
- Wire per inst: around 31 µm
- Worst Path Arrival: about 4.8 ns
- Count of tool warnings: 26
- Total global-route track usage: slightly above 20%
- CP Cell Sequence: buf_4 -> buf_4 -> nor2b_4 -> buf_4 -> a21oi_1 -> a211oi_1 -> clkdlybuf4s50_1
- Crit-path max cell delay: approximately 0.7 ns
- Hold Slack: roughly 1.6 ns
- Post-Syn Instances: 2564
- CP top delay family: buffers and inverters
- Share of the synthesized area in the top cell type: roughly 64%
- Startpoint Class: input pin
- Fin area: around 0.055 mm²
- Mapped Area: between 0.04 and 0.05 mm²
- Input/output buffers: roughly 110
- Worst EP required: 5.92 ns
- GRT overflow: 0
- Detail Route met2 WL: between 70 and 80 mm
- DRC viols: 0
- Slew @ Worst Pin: 1.005 ns
- Vias: roughly 28k
- Yosys warning tally: 1
- Hold_buf cts: 0
- Clock transition at the registers of the reported paths: about 0.060 ns
- Post-synth seq share: between 60 and 70%
- Routed wl met3: 28.44 mm
- Yosys stat area: roughly 0.048 mm²
- Cell mode on critical path: buf_4
- Placed cell count: 4712
- Vias in the first global route: just over 30k
- FP Rows: around 150
- Slew Limit Fails: 0
- Final period util: 84.66%
- Avg Cell Area, Syn: between 15 and 20 µm²
- Starting density of the core: a little under a third
- Setup Viol. Count Final: 0
- Setup tns final: 0 ns
- Initial antenna violation count: 3
- Die Height: between 400 and 500 µm
- DRT Pass-1 Iters: 6
- Max transition margin: roughly a third
- Die area: 0.1613 mm²
- Setup crit end kind: primary output
- Layout area overhead: 15.57%
- Post-synth area hogs: edfxtp_1 (64%), mux4_2 (15%), mux2i_1 (6.7%)
- Fraction of layout cells with a size suffix above 1: between 20% and 30%
- Min Tclk post-route: 6.265 ns
- DRT met1 WL: roughly 48 mm
- Placement-stage cell area: roughly 0.052 mm²
- Yosys reg bits: between 1k and 1.5k
- Buf/Inv on CP: 4
- Dominant Register Cell: edfxtp_1
- First-pass GRT wire length: approximately 220 mm
- Max-Cap Viols: 0
- DRT antenna net count: 0
- Pwr Density: 232.6 mW/mm²
- DP HPWL: between 80 and 90 mm
- Post_cts resized: 0
- Status: finished clean
- Fin. Hold Viols: 0
- CTS tree: built
- Leak Pwr: 17.73 nW
- Postcts setup bufs: 0
- CTS root buf: clkbuf_16
- Iteration-0 DRC Markers: ~1.9k
- FFs w/ async S/R, synth: 0%
- CTS H-tree lvls: 3
- Hold Crit Class: in -> reg
- Max reg flops: roughly 1k
- Most frequent cell after synthesis: edfxtp_1
- Post-synth EDFFs: just over 1k
- Final cell count without fillers: roughly 4.9k
- Yosys cell count: about 2.6k
- Crit Path Category: in -> out
## cells in the final DEF, fill, tap and decap left out, types with 5 or more instances in the layout
cell,netlist,routed
clkdlybuf4s50_1,0,102
o2111ai_1,10,10
nand2_1,85,85
clkinv_2,0,22
nor2b_1,37,32
a311oi_1,32,32
buf_4,53,143
a22oi_1,64,64
mux4_1,36,36
a221oi_2,16,16
bufinv_16,0,13
nor2_4,0,33
edfxtp_1,1024,1024
o21ai_0,50,50
mux2_2,64,64
clkinv_1,0,19
mux2i_1,320,320
conb_1,1,32
clkbuf_16,0,100
a211oi_2,11,11
mux4_2,316,316
o221ai_1,64,64
a21oi_1,32,32
nand4_1,32,32
clkbuf_1,98,11
nor2b_4,0,5
a211oi_1,53,53
nand3b_1,6,6
buf_12,0,6
a221oi_1,38,38
## logic make-up (layout without fill, tap and decap cells)
family | count (synthesis) | in the layout | share of synthesized area [%]
other | 1 | 34 | 0.007828
buffers and inverters | 217 | 443 | 2.445
muxes | 736 | 736 | 25.02
and+or+nand+nor | 212 | 212 | 2.184
AOI/OAI and AO/OA | 374 | 374 | 6.154
DFF | 1024 | 1024 | 64.19
## report_power, final
group          switching (W)  leakage, nW  internal (W)
clock                0.00225         1.62       0.00294
sequential         0.0000347         9.25       0.00647
combinational       0.000683         6.86      0.000503
total                0.00297         17.7       0.00991
## metrics by stage
stage,total power [W],worst slack (ns),utilization (%)
floorplan,0.007272,3.030,-
global placement,0.007810,1.164,32.87
detailed placement,0.007813,1.167,32.87
CTS,0.01296,1.168,34.95
global route,0.01322,0.9804,34.95
finish,0.01288,1.135,34.96
## worst paths after layout
check | slack, ns | cells past startpoint | endpoint | start
setup / recovery | 1.13 | 7 | reg_b[2] | src_b[3]
hold / removal | 1.57 | 2 | data[8][20]$_DFFE_PP_ | in[20]
## area by class of cell
| cell class | instances | area, µm² |
|---|---|---|
| diodes | 2 | 5.005 |
| clock buffers | 111 | 2544 |
| clock inverters | 70 | 748.2 |
| fillers | 14540 | 103000 |
| inverters | 2 | 10.01 |
| multi-input cells | 1354 | 16400 |
| flip-flops and latches | 1024 | 30750 |
| well taps | 2072 | 2592 |
| repair buffers | 260 | 2312 |
## per-layer routing
metal	vias up	global-route usage, %
li1	11370	-
met5	-	1.308
met1	14040	21.30
met2	2026	30.46
met4	10	4.934
met3	286	16.89
Power figures rest on the tool's default switching activity, not on a simulated workload.
