===== run.sh =====
#!/bin/bash
# OpenROAD 26Q1-2900-gdf79404cd8, Yosys 0.63+post, stock flow scripts
make -C /OpenROAD-flow-scripts/flow DESIGN_CONFIG=/design/flow/config.mk WORK_HOME=/design/flow/orfs finish

===== config.mk =====
export PLATFORM = sky130hd
export DESIGN_NAME = mux32
export DESIGN_NICKNAME = mux32
export VERILOG_FILES = /design/flow/design.v
export SDC_FILE = /design/flow/constraint.sdc
export NUM_CORES = 4
export LEC_CHECK = 1
export CORE_AREA = 10 10 127 127
export DIE_AREA = 0 0 137 137

===== constraint.sdc =====
current_design mux32

set clk_period 6.4
set clk_io_pct 0.2

create_clock -name clk0 -period $clk_period

set non_clock_inputs [all_inputs -no_clocks]
set_input_delay [expr $clk_period * $clk_io_pct] -clock clk0 $non_clock_inputs
set_output_delay [expr $clk_period * $clk_io_pct] -clock clk0 [all_outputs]

===== design.v =====
package rv32i_types;
typedef enum bit [6:0] {
    op_lui   = 7'b0110111,  
    op_auipc = 7'b0010111,  
    op_jal   = 7'b1101111,  
    op_jalr  = 7'b1100111,  
    op_br    = 7'b1100011,  
    op_load  = 7'b0000011,  
    op_store = 7'b0100011,  
    op_imm   = 7'b0010011,  
    op_reg   = 7'b0110011,  
    op_csr   = 7'b1110011   
} rv32i_opcode;
typedef enum bit [2:0] {
    beq  = 3'b000,
    bne  = 3'b001,
    blt  = 3'b100,
    bge  = 3'b101,
    bltu = 3'b110,
    bgeu = 3'b111
} branch_funct3_t;
typedef enum bit [2:0] {
    lb  = 3'b000,
    lh  = 3'b001,
    lw  = 3'b010,
    lbu = 3'b100,
    lhu = 3'b101
} load_funct3_t;
typedef enum bit [2:0] {
    sb = 3'b000,
    sh = 3'b001,
    sw = 3'b010
} store_funct3_t;
typedef enum bit [2:0] {
    add  = 3'b000,  
    sll  = 3'b001,
    slt  = 3'b010,
    sltu = 3'b011,
    axor = 3'b100,
    sr   = 3'b101,  
    aor  = 3'b110,
    aand = 3'b111
} arith_funct3_t;
typedef enum bit [2:0] {
    alu_add = 3'b000,
    alu_sll = 3'b001,
    alu_sra = 3'b010,
    alu_sub = 3'b011,
    alu_xor = 3'b100,
    alu_srl = 3'b101,
    alu_or  = 3'b110,
    alu_and = 3'b111
} alu_ops;
typedef logic [31:0] rv32i_word;
typedef logic [4:0] rv32i_reg;
typedef logic [3:0] rv32i_mem_wmask;
endpackage : rv32i_types
module mux16 #(parameter width = 32)
(
	 input [3:0] sel,
	 input [width-1:0] zero, one, two, three, four, five, six, seven,
	 input [width-1:0] eight, nine, ten, eleven, twelve, thirt, fourte, fift,
	 output logic [width-1:0] out
);
always_comb
begin
	if (sel == 4'b0000)	 
		 out = zero;
	else if (sel == 4'b0001)	 
		 out = one;
	else if (sel == 4'b0010)	 
		 out = two;
	else if (sel == 4'b0011)	 
		 out = three;
	else if (sel == 4'b0100)	 
		 out = four;
	else if (sel == 4'b0101)	 
		 out = five;
	else if (sel == 4'b0110)	 
		 out = six;
	else if (sel == 4'b0111)	 
		 out = seven;
	else if (sel == 4'b1000)	 
		 out = eight;
	else if (sel == 4'b1001)	 
		 out = nine;
	else if (sel == 4'b1010)	 
		 out = ten;
	else if (sel == 4'b1011)	 
		 out = eleven;
	else if (sel == 4'b1100)	 
		 out = twelve;
	else if (sel == 4'b1101)	 
		 out = thirt;
	else if (sel == 4'b1110)	 
		 out = fourte;
	else if (sel == 4'b1111)	 
		 out = fift;
	else
		 out = {width{1'bX}};	 
end
endmodule: mux16
module mux2 #(parameter width = 32)
(
input sel,
input [width-1:0] a, b,
output logic [width-1:0] f
);
always_comb
begin
if (sel == 0)
f = a;
else
f = b;
end
endmodule : mux2
module mux32 #(parameter width = 8)
(
    input logic [4:0] sel_in,
	input logic [width-1:0] a, b, c, d, e, f, g, h,
    input logic [width-1:0] i, j, k, l, m, n, o, p,
    input logic [width-1:0] a1, b1, c1, d1, e1, f1, g1, h1,
    input logic [width-1:0] i1, j1, k1, l1, m1, n1, o1, p1,
	output logic [width-1:0] out
);
logic leading_sel;
logic [width-1:0] first_mux_out;
logic [width-1:0] second_mux_out;
assign leading_sel = sel_in[4];
mux2  #(.width(8)) outer_mux
(
    .sel(leading_sel),
    .a(first_mux_out),
    .b(second_mux_out),
    .f(out)
    );
mux16 #(.width(8)) frist_8mux
(
	.sel(sel_in[3:0]),
	.zero(a),
	.one(b),
	.two(c),
	.three(d),
	.four(e),
	.five(f),
	.six(g),
	.seven(h),
	.eight(i),
	.nine(j),
	.ten(k),
	.eleven(l),
	.twelve(m),
	.thirt(n),
	.fourte(o),
	.fift(p),
	.out(first_mux_out)
    );
mux16 #(.width(8)) ssecond_8mux
(
	.sel(sel_in[3:0]),
	.zero(a1),
	.one(b1),
	.two(c1),
	.three(d1),
	.four(e1),
	.five(f1),
	.six(g1),
	.seven(h1),
	.eight(i1),
	.nine(j1),
	.ten(k1),
	.eleven(l1),
	.twelve(m1),
	.thirt(n1),
	.fourte(o1),
	.fift(p1),
	.out(second_mux_out)
    );
endmodule : mux32

==> impl_metrics.py <==
# Physical implementation metrics
metrics = {
    "outcome": {
        "status": "finished, final reports clean",
    },
    "setup_path": {
        "crit_start": "sel_in[3]",
        "start_kind": "input port",
        "endpoint_kind": "primary output",
        "worstPathRequired_ns": 5.12,
        "critical_path_class": "in -> out",
        "crit_arrival_ns": 4.06,
        "cp_max_fo": 22,
    },
    "logic_synthesis": {
        "yosys_area_mm2": 0.003296,
        "topCellsByArea": "o21ai_0 9.3%, mux4_2 6.8%, mux2i_1 6.7%",
        "yosysTopAreaCell": "o21ai_0",
        "netlist_area_mm2": 0.003296,
        "yosys-stat-cells": 479,
        "top_cells_by_count": "61 x o21ai_0, 51 x nand2_1, 41 x a21oi_1, 27 x nor2_1, 25 x buf_2",
        "avgSynthCellArea_um2": 6.880,
        "yosysUniqueCellTypes": 63,
        "yosys_warnings": 2,
        "synth.most_common_cell": "o21ai_0",
        "netlist_instances": 479,
        "yosysSeqAreaShare_pct": 0,
        "top_cell_area_share_pct": 9.263,
    },
    "layout": {
        "fillers": 1379,
        "logic_area_mm2": 0.002885,
        "drive_gt1_share_pct": 8.345,
        "clkbuf_count": 0,
        "seq_cell_count": 0,
        "flop_area_um2": 0,
        "area_growth_syn_to_layout_pct": 79.54,
    },
    "floorplan": {
        "die_y_um": 137,
        "fp.dieW_um": 137,
        "fp-row-count": 42,
        "die-area_mm2": 0.01877,
        "ios": 269,
        "core_util_floorplan_pct": 24.69,
        "core_area_mm2": 0.01335,
    },
    "drt": {
        "drtPass1Iterations": 5,
        "vias_per_cell": 5.640,
        "drt_iter0_drc": 435,
        "vias": 4986,
        "postRouteWirelength_um": 20980,
        "drcViolationCount": 0,
        "antenna_left": 0,
        "wl_per_cell_um": 23.73,
    },
    "sta": {
        "slew_headroom_pct": 44.63,
        "setup_viol": 0,
        "drv_slew": 0,
        "tns_ns": 0,
        "min_period_over_period_pct": 83.37,
        "tightest_slew_ns": 0.8279,
        "whs_ns": 3.726,
        "fmaxAchievable_mhz": 187.4,
        "min_period_ns": 5.336,
        "rsz0062_at_grt": "no",
        "hold_violations": 0,
    },
    "global_route": {
        "grt_pass1_wl_um": 30490,
        "grt_max_degree": 69,
        "grt_usage_pct": 21.14,
        "antenna_found_initial": 2,
        "gr-total-overflow": 0,
        "grt_pass1_vias": 5276,
    },
    "hold_path": {
        "hp-start": "a1[7]",
        "min_path_type": "in -> out",
    },
    "cts": {
        "cts_resized": 0,
        "hold_buffers": 0,
        "postCtsSetupBuffers": 0,
    },
    "power": {
        "p_per_area_mw_per_mm2": 69.54,
        "irDropWorstVdd_v": 0.00004679,
        "leakage_nw": 2.123,
    },
    "job": {
        "drv_cap": 0,
        "openroad.warnings": 32,
    },
    "place": {
        "gp_congestion": 0.9210,
        "numPortBuffers": 269,
        "dp_hpwl_um": 17110,
    },
}
[worst max-delay path: stages]
cell and delay (ns):
clkdlybuf4s50_1 0.46, buf_4 0.25, nor2b_1 0.54, and3_1 0.24, o21ai_0 0.07, o211ai_1 0.14
o221ai_1 0.19, a221oi_1 0.33, clkdlybuf4s50_1 0.55
[cell usage in the layout, fill, tap and decap left out, types with 7 or more instances in the layout]
master             n
a221oi_1           9
o22ai_1           22
nand2_1           51
and2_1             7
nand2b_1           9
a22oi_1           12
mux2_2            18
mux4_2            10
nand3_1            9
clkdlybuf4s50_1  266
mux2i_1           22
o21ai_1            9
o221ai_1           8
nor2_1            27
o21ai_0           61
buf_4             12
a21oi_1           41
[area by class of cell]
type,count,area share [%]
tap,176,3.722
timing repair buffer,281,47.03
multi-input combinational,419,48.76
antenna,1,0.04229
inverter,7,0.4441
[path summary, 6_finish.rpt]
path / cells past startpoint / end / slack (ns)
max: 9 / out[3] / 1.06
min: 5 / out[7] / 3.73
[where the power goes]
group | total [mW] | switching (mW) | internal (mW)
clock | 0.0000000209 | 0 | 0.0000000209
sequential | 0 | 0 | 0
combinational | 0.411 | 0.169 | 0.242
[per-stage QoR]
step	std cells	total power, mW	worst slack [ns]	util, %	instance area (µm²)
after floorplan	479	0.1843	2.624	-	3296
after global placement	883	0.4099	1.165	44.31	5914
after detailed placement	883	0.4098	1.084	44.31	5914
after CTS	883	0.4119	1.080	44.31	5914
after global routing	883	0.4421	0.8671	44.31	5914
final	884	0.4115	1.064	44.33	5917
[per-layer routing]
layer  routed length, µm  track usage, %  part of all wire (%)  vias up
met4                 458           4.333                   2.2        2
met5                  13               0                 0.062        -
met3                2108           5.246                    10       28
li1                    -               -                     -     2350
met2               10260           36.87                    49      286
met1                8135           25.71                    39     2320
[cells by family (layout without fill, tap and decap cells)]
family                 count (synthesis)  count (layout)  synth area share (%)
AOI/OAI and AO/OA                    240             240                 49.13
buffers and inverters                 60             288                 12.45
muxes                                 50              50                 19.67
other                                  0               1                     0
and+or+nand+nor                      129             129                 18.75
No activity file was given, so power comes from the tool's default toggle rates.
