$ cat flow/config.mk
export PLATFORM = sky130hd
export DESIGN_NAME = array
export DESIGN_NICKNAME = array
export VERILOG_FILES = /design/flow/design.v
export SDC_FILE = /design/flow/constraint.sdc
export NUM_CORES = 4
export LEC_CHECK = 1
export CORE_UTILIZATION = 40
$ cat flow/constraint.sdc
current_design array

set clk_period 32.6
set clk_io_pct 0.2

create_clock -name clk0 -period $clk_period [get_ports {clk}]

set non_clock_inputs [all_inputs -no_clocks]
set_input_delay [expr $clk_period * $clk_io_pct] -clock clk0 $non_clock_inputs
set_output_delay [expr $clk_period * $clk_io_pct] -clock clk0 [all_outputs]
$ cat flow/design.v
package rv32i_types;
typedef enum bit [6:0] {
    op_lui   = 7'b0110111,  
    op_auipc = 7'b0010111,  
    op_jal   = 7'b1101111,  
    op_jalr  = 7'b1100111,  
    op_br    = 7'b1100011,  
    op_load  = 7'b0000011,  
    op_store = 7'b0100011,  
    op_imm   = 7'b0010011,  
    op_reg   = 7'b0110011,  
    op_csr   = 7'b1110011   
} rv32i_opcode;
typedef enum bit [2:0] {
    beq  = 3'b000,
    bne  = 3'b001,
    blt  = 3'b100,
    bge  = 3'b101,
    bltu = 3'b110,
    bgeu = 3'b111
} branch_funct3_t;
typedef enum bit [2:0] {
    lb  = 3'b000,
    lh  = 3'b001,
    lw  = 3'b010,
    lbu = 3'b100,
    lhu = 3'b101
} load_funct3_t;
typedef enum bit [2:0] {
    sb = 3'b000,
    sh = 3'b001,
    sw = 3'b010
} store_funct3_t;
typedef enum bit [2:0] {
    add  = 3'b000,  
    sll  = 3'b001,
    slt  = 3'b010,
    sltu = 3'b011,
    axor = 3'b100,
    sr   = 3'b101,  
    aor  = 3'b110,
    aand = 3'b111
} arith_funct3_t;
typedef enum bit [2:0] {
    alu_add = 3'b000,
    alu_sll = 3'b001,
    alu_sra = 3'b010,
    alu_sub = 3'b011,
    alu_xor = 3'b100,
    alu_srl = 3'b101,
    alu_or  = 3'b110,
    alu_and = 3'b111
} alu_ops;
typedef logic [31:0] rv32i_word;
typedef logic [4:0] rv32i_reg;
typedef logic [3:0] rv32i_mem_wmask;
endpackage : rv32i_types
module array #(parameter width = 256)
(
    input clk,
    input write,
    input [2:0] index,
    input [width-1:0] datain,
    output logic [width-1:0] dataout
);
logic [width-1:0] data [7:0]  ;
initial
begin
    for (int i = 0; i < $size(data); i++)
    begin
        data[i] = 1'b0;
    end
end
always_ff @(posedge clk)
begin
    if (write == 1)
    begin
        data[index] = datain;
    end
end
assign dataout = data[index];
endmodule : array
$ cat flow/run.sh
#!/bin/bash
# OpenROAD 26Q1-2900-gdf79404cd8, Yosys 0.63+post, stock flow scripts
make -C /OpenROAD-flow-scripts/flow DESIGN_CONFIG=/design/flow/config.mk WORK_HOME=/design/flow/orfs finish
==> flow_summary.json <==
{
  "die_w_um": 442,
  "p_leak_nw": 29.0,
  "final_util_pct": 48.0,
  "power_density_nw_per_um2": 61.7,
  "tightest_slew_ps": 846,
  "p_comb_share_pct": 6.6,
  "swShare_pct": 21.2,
  "fin_crit_sh_pct": 52.9,
  "cts_tree": "built",
  "status": "complete, no violations",
  "ys_cells": 3770,
  "track_usage_pct": 21.0,
  "yosys_area_sq_um": 77500,
  "hold_buffers": 0,
  "fin_setup_tns_ps": 0,
  "io_pins": 517,
  "crit_path_end_kind": "output port",
  "finalHoldViolations": 0,
  "max_clock_freq_mhz": 58.0,
  "whs_path_depth": 1,
  "place_congestion": 0.824,
  "path_max_fanout": 52,
  "wl_per_cell_um": 26.7,
  "dp_hpwl_um": 102000,
  "antenna_left": 0,
  "grt_max_degree": 98,
  "maxSlewViolCount": 0,
  "mostFrequentLayoutCells": "edfxtp_1, mux2_2, clkdlybuf4s50_1, a22oi_1, clkbuf_16",
  "slowest_delay_ps": 680,
  "postSynthSeqShare_pct": 79.3,
  "syn2layout_area_growth_pct": 19.1,
  "warnings": 26,
  "die_h_um": 442,
  "rows": 161,
  "layout_top_cell": "edfxtp_1",
  "worstSetupPathType": "primary input to output port",
  "cp_common_cell": "buf_4",
  "antenna_found_initial": 33,
  "hold_class": "primary input to flop",
  "dr.first_iter.drc_count": 2686,
  "required_ps": 26080,
  "worstPathArrival_ps": 10740,
  "slowest_stage": "buf_4",
  "vias": 38900,
  "synth_area_sq_um": 77500,
  "initCoreUtil_pct": 40.2,
  "slew_headroom_pct": 43.5,
  "clk_pin_slew_ps": 60,
  "postCtsResizedCells": 0,
  "p_clk_share_pct": 40.7,
  "synth_cells": 3770,
  "mi_logic_area_sq_um": 14900,
  "whs_ps": 6390,
  "numPortBuffers": 516,
  "ys_types": 27,
  "finalCriticalPeriod_ps": 17260,
  "grt_setup_unrepaired": "no",
  "hold_end": "data[2][181]",
  "avgSynthCellArea_sq_um": 20.6,
  "cts_buffers": 209,
  "worstSetupStartpointType": "primary input",
  "ctsHtreeMaxLevel": 4,
  "wirelength_um": 189000,
  "hp-start": "datain[181]",
  "cts_setup_buffers": 0,
  "p_int_w": 0.00449,
  "vias_per_cell": 5.51,
  "grt_pass1_wl_um": 278000,
  "power_switching_w": 0.00121,
  "fp.coreArea_sq_um": 193000,
  "cts-root-buf": "clkbuf_16",
  "ys.flops": 2048,
  "cts_sinks": 2048,
  "dr.pass1.iters": 6,
  "overflow": 0,
  "pwr-share-seq_pct": 52.7,
  "largest_reg_flops": 2048,
  "drc": 0,
  "die_area_sq_um": 196000,
  "cts_max_path_buffers": 3,
  "cap_viol_max_count": 0,
  "grt_pass1_vias": 41400,
  "path_cells": "buf_8 -> buf_4 -> buf_4 -> buf_4 -> buf_4 -> mux2_2 -> a222oi_1 -> o21ai_1 -> clkdlybuf4s50_1",
  "worst_ir_drop_vdd_mv": 0.0487,
  "layout-drive-gt1-share_pct": 25.6,
  "finalSetupViolCount": 0,
  "fillers": 15600,
  "flop_area_sq_um": 61500,
  "power_w": 0.00570,
  "yosys_warnings": 1
}
-- through the flow --
step	setup slack [ps]	cells	instance area, sq um
after CTS	15280	7053	92300
after global routing	15100	7066	92300
final	15340	7070	92400
after global placement	15310	6670	85600
after detailed placement	15280	6670	85600
after floorplan	6870	3770	77500
-- power groups by stage --
stage / Clock, W / Sequential, W / Combinational (W)
4_1_cts: 0.00237 / 0.00300 / 0.000384
5_1_grt: 0.00247 / 0.00301 / 0.000402
6_report: 0.00232 / 0.00300 / 0.000375
-- layout make-up --
type	count	area share, %
diodes	17	0.0461
clock buffers	262	5.95
clock inverters	121	1.29
inverters	2	0.00813
multi-input cells	1485	16.1
flip-flops and latches	2048	66.6
well taps	2526	3.42
repair buffers	609	6.55
-- cell families after synthesis --
| logic type | count (synthesis) | synth area share, % |
|---|---|---|
| AND/OR/NAND/NOR | 96 | 0.518 |
| multiplexers | 767 | 12.6 |
| AND-OR/OR-AND | 622 | 6.02 |
| flip-flops | 2048 | 79.3 |
| buffers and inverters | 237 | 1.53 |
-- metal layers --
metal	GRT usage [%]	share of wire, %	up-vias	wire length [um]
li1	-	-	17000	-
met1	28.6	37	19900	69600
met2	33.1	51	1713	96400
met3	8.63	8.6	313	16200
met4	6.49	3.5	8	6640
met5	0	0.032	-	60
-- worst max-delay path by stage --
stage        start            to  slack [ps]  depth (start not counted)
4_1_cts   index[0]  dataout[226]       15280                          9
5_1_grt   index[0]  dataout[231]       15100                          9
6_report  index[0]  dataout[203]       15340                          9
-- cell usage after synthesis (all sizes together) --
| master | n | share of area (%) |
|---|---|---|
| edfxtp | 2048 | 79 |
| mux2 | 669 | 9.7 |
| a22oi | 286 | 2.8 |
| buf | 138 | 1.1 |
| o21ai | 128 | 0.83 |
| a222oi | 127 | 1.6 |
| mux4 | 98 | 2.9 |
| clkbuf | 97 | 0.47 |
| nand2 | 79 | 0.38 |
| o211ai | 79 | 0.77 |
| nor3 | 5 | 0.039 |
| and3 | 4 | 0.032 |
| nor2b | 4 | 0.032 |
| a221oi | 2 | 0.023 |
| inv | 2 | 0.0097 |
| and2 | 1 | 0.0081 |
| and3b | 1 | 0.011 |
| nand2b | 1 | 0.0081 |
| nor2 | 1 | 0.0048 |
-- critical path, delay by kind of cell --
kind	cells	cell delay, ps
AND-OR/OR-AND	2	370
multiplexers	1	400
buffers and inverters	6	3210
Power is estimated from default activity; no workload was simulated.
